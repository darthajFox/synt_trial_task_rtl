==> ./design.v <==
module cross_bar
(    
    input           PCLK,
    input           PRESETN,
    input               master_1_req,
    input               master_1_cmd,
    input [31:0]        master_1_addr,
    input [31:0]        master_1_wdata,
    output reg          master_1_ack,
    output reg [31:0]   master_1_rdata,
    input               master_2_req,
    input               master_2_cmd,
    input [31:0]        master_2_addr,
    input [31:0]        master_2_wdata,
    output reg          master_2_ack,
    output reg [31:0]   master_2_rdata,
    input               slave_1_ack,
    input [31:0]        slave_1_rdata,
    output reg          slave_1_req,
    output reg          slave_1_cmd,
    output reg [31:0]   slave_1_addr,
    output reg [31:0]   slave_1_wdata,
    input               slave_2_ack,
    input [31:0]        slave_2_rdata,
    output reg          slave_2_req,
    output reg          slave_2_cmd,
    output reg [31:0]   slave_2_addr,
    output reg [31:0]   slave_2_wdata
);
reg slave_1_arbitr;
reg slave_2_arbitr;
wire slave_1_arbitr_req = (!master_1_addr[31] & master_1_req) && (!master_2_addr[31] & master_2_req);
wire slave_2_arbitr_req = (master_1_addr[31] & master_1_req) && (master_2_addr[31] & master_2_req);
wire slave_1_ask = (!master_1_addr[31] & master_1_req) || (!master_2_addr[31] & master_2_req);
wire slave_2_ask = (master_1_addr[31] & master_1_req) || (master_2_addr[31] & master_2_req);
wire slave_1_master_sel = slave_1_arbitr_req ? slave_1_arbitr : (!master_2_addr[31] & master_2_req);
wire slave_2_master_sel = slave_2_arbitr_req ? slave_2_arbitr : (master_2_addr[31] & master_2_req);
reg slave_1_cmd_r;
reg slave_1_current_master_ID;
reg [2:0] slave_1_state;
reg slave_1_ack_q;
reg slave_2_cmd_r;
reg slave_2_current_master_ID;
reg [2:0] slave_2_state;
reg slave_2_ack_q;
localparam IDLE = 3'b001,
           SET  = 3'b010,
           ACK  = 3'b100;
always@(*) begin
    slave_1_req = 0;
    slave_1_cmd = 0;
    slave_1_addr = 0;
    slave_1_wdata = 0;
    if(slave_1_state == SET) begin
        slave_1_req = slave_1_current_master_ID ? master_2_req : master_1_req;
        slave_1_cmd = slave_1_current_master_ID ? master_2_cmd : master_1_cmd;
        slave_1_addr = slave_1_current_master_ID ? master_2_addr : master_1_addr;
        slave_1_wdata = slave_1_current_master_ID ? master_2_wdata : master_1_wdata;
    end
    else
    if(slave_1_ask & (slave_1_state == IDLE)) begin
        slave_1_req = slave_1_master_sel ? master_2_req : master_1_req;
        slave_1_cmd = slave_1_master_sel ? master_2_cmd : master_1_cmd;
        slave_1_addr = slave_1_master_sel ? master_2_addr : master_1_addr;
        slave_1_wdata = slave_1_master_sel ? master_2_wdata : master_1_wdata;
    end
end
always@(*) begin
    slave_2_req = 0;
    slave_2_cmd = 0;
    slave_2_addr = 0;
    slave_2_wdata = 0;
    if(slave_2_state == SET) begin
        slave_2_req = slave_2_current_master_ID ? master_2_req : master_1_req;
        slave_2_cmd = slave_2_current_master_ID ? master_2_cmd : master_1_cmd;
        slave_2_addr = slave_2_current_master_ID ? master_2_addr : master_1_addr;
        slave_2_wdata = slave_2_current_master_ID ? master_2_wdata : master_1_wdata;
    end
    else
    if(slave_2_ask & (slave_2_state == IDLE)) begin
        slave_2_req = slave_2_master_sel ? master_2_req : master_1_req;
        slave_2_cmd = slave_2_master_sel ? master_2_cmd : master_1_cmd;
        slave_2_addr = slave_2_master_sel ? master_2_addr : master_1_addr;
        slave_2_wdata = slave_2_master_sel ? master_2_wdata : master_1_wdata;
    end
end
always@(posedge PCLK) begin
    if(!PRESETN) begin
        master_1_ack <= 0;
        master_2_ack <= 0;
        slave_1_ack_q <= 0;
        slave_2_ack_q <= 0;
        slave_1_arbitr <= 0;
        slave_2_arbitr <= 0;
        slave_1_state <= IDLE;
        slave_2_state <= IDLE;
    end
    else begin
        master_1_ack <= 0;
        master_2_ack <= 0;
        slave_1_ack_q <= slave_1_ack;
        slave_2_ack_q <= slave_2_ack;
        case(slave_1_state)
            IDLE:begin
                if(slave_1_ask) begin
                    if(slave_1_arbitr_req)
                        slave_1_arbitr <= !slave_1_arbitr;
                    slave_1_current_master_ID <= slave_1_master_sel;
                    slave_1_cmd_r <= slave_1_cmd;
                    slave_1_state <= SET;
                end
            end
            SET:begin
                if(!slave_1_ack_q && slave_1_ack) begin
                    if(slave_1_current_master_ID) 
                        master_2_ack <= 1'b1;
                    else
                        master_1_ack <= 1'b1;
                    slave_1_state <= ACK;
                end
                else 
                if(!slave_1_ask) begin
                    slave_1_state <= IDLE;
                end
            end
            ACK:begin
                if(!slave_1_cmd_r)
                    if(slave_1_current_master_ID) 
                        master_2_rdata <= slave_1_rdata;
                    else
                        master_1_rdata <= slave_1_rdata;
                slave_1_state <= IDLE;
            end
        endcase
        case(slave_2_state)
            IDLE:begin
                if(slave_2_ask) begin
                    if(slave_2_arbitr_req)
                        slave_2_arbitr <= !slave_2_arbitr;
                    slave_2_current_master_ID <= slave_2_master_sel;
                    slave_2_cmd_r <= slave_2_cmd;
                    slave_2_state <= SET;
                end
            end
            SET:begin
                if(!slave_2_ack_q && slave_2_ack) begin
                    if(slave_2_current_master_ID) 
                        master_2_ack <= 1'b1;
                    else
                        master_1_ack <= 1'b1;
                    slave_2_state <= ACK;
                end
                else 
                if(!slave_2_ask) begin
                    slave_2_state <= IDLE;
                end
            end
            ACK:begin
                if(!slave_2_cmd_r)
                    if(slave_2_current_master_ID) 
                        master_2_rdata <= slave_2_rdata;
                    else
                        master_1_rdata <= slave_2_rdata;
                slave_2_state <= IDLE;
            end
        endcase
    end
end
endmodule
==> ./run.sh <==
#!/bin/bash
# OpenROAD 26Q1-2900-gdf79404cd8, Yosys 0.63+post, stock flow scripts
make -C /OpenROAD-flow-scripts/flow DESIGN_CONFIG=/design/flow/config.mk WORK_HOME=/design/flow/orfs finish
==> ./config.mk <==
export PLATFORM = sky130hd
export DESIGN_NAME = cross_bar
export DESIGN_NICKNAME = cross_bar
export VERILOG_FILES = /design/flow/design.v
export SDC_FILE = /design/flow/constraint.sdc
export NUM_CORES = 4
export LEC_CHECK = 1
export CORE_AREA = 10 10 204 204
export DIE_AREA = 0 0 214 214
==> ./constraint.sdc <==
current_design cross_bar

set clk_period 13.6
set clk_io_pct 0.2

create_clock -name clk0 -period $clk_period [get_ports {PCLK}]

set non_clock_inputs [all_inputs -no_clocks]
set_input_delay [expr $clk_period * $clk_io_pct] -clock clk0 $non_clock_inputs
set_output_delay [expr $clk_period * $clk_io_pct] -clock clk0 [all_outputs]
==> summary.txt <==
run results: Seq share, synth=36.3%, die height=between 200 and 250 um, Vias per Instance=about 4.4, Top cell excl fill/tap=clkdlybuf4s50_1, Layout area overhead=73.8%, Least-Margin Pin Slew=0.794 ns, grt ovf=0, I/O Pins=398, met3 routed WL=2860 um, layout cell share with drive strength beyond 1=slightly below 7%, Reg2Reg Setup Slack=between 10 and 15 ns, Critical-path top delay cell=clkdlybuf4s50_1, first-pass GRT wire length=about 44000 um, most frequent cells in the layout=396 x clkdlybuf4s50_1, 105 x a22o_1, 69 x nor2_1, WL per Instance=approximately 20 um, Fin Setup TNS=0 ns, WL met2=~14000 um, Crit path required time=10.88 ns, wire length on met1=between 10000 and 15000 um, Final WS setup=around 5.2 ns, maximum fanout along the worst path=27, Rows=between 70 and 80, FF-to-FF path depth=5, RD Place Congestion=just under 0.9, Slew HR=between 40% and 50%, Final ANT Viol Nets=0, CTS clk-pin slew, worst paths=around 0.070 ns, Crit path top cell by count=clkdlybuf4s50_1, maximum vdd ir drop=just under 0.00006 V, chip area=0.0458 mm^2, ys cells=635, CTS buffer count=9, clock sink count=80, core box area=between 0.03 and 0.04 mm^2, filler instances=3861, post-CTS sizing=0, largest net degree at the start of global routing=about 65, min cycle time layout=between 8 and 9 ns, IO buf count=397, Max Clock Skew=between 0.009 and 0.01 ns, FP Core Util=about 17%, Pins Over Slew Limit=0, Iter 0 DRT Violations=between 400 and 500, critical path, cell by cell=clkdlybuf4s50_1 > nand3b_2 > and2_1 > buf_4 > o311ai_1 > clkdlybuf4s50_1, RSZ-0062 raised after global routing=false, Critical Path Sink Type=output pin, Post-CTS Setup Bufs=0, vias in the first global route=6750, routed wire length=roughly 30000 um, Detailed Routing Iterations Pass 1=4, CTS tree=built, clock buffer depth=2, Highest Signal Layer=met5, CP Data Arrival Time=5.64 ns, Max Fclk=120 MHz, Final Hold Violation Tally=0, Design Power=~850 uW, Synth Register Bits=about 80, main flop type=edfxtp_1, syn_area_per_cell=between 9 and 10 um^2, Post-synth ARST share=0%, count of different cell masters after synthesis=41, Final Util=between 20% and 30%, pre-CTS setup slack=5.21 ns, worst hold-check path type=flip-flop to flip-flop, P_leak=around 0.0040 uW, outcome=completed, Max Cap Viol=0, worst skew pair latency=roughly 0.34 ns, hold buffers post-CTS=0, Synth warnings=1, antenna violations before repair=4, GRT Total Usage=12.3%, YS chip area=~0.0063 mm^2, cycle use final=61.4%, Final setup viols=0, Chip Width=214 um, Root Buffer=clkbuf_16, post-detail-place hpwl=22900 um, crit-path max cell delay=~0.70 ns, Synth Cell Area=roughly 0.0063 mm^2, EDFF count, synth=slightly below 70, Cells on Worst Hold Path=1, Tool Warnings=25, DRC viols=0, PD cells=about 78 mW/mm^2, H-tree depth=3, cells after synthesis=between 600 and 700, CP startpoint kind=input port, WS Path Type=input port to output pin, via count=around 6.7k
## where the power goes
part           leakage [uW]  switching (uW)  internal [uW]
registers          0.000762            7.70            284
clock network      0.000156             101            160
logic               0.00310             112            186
## worst max-delay path: cells and delay by family
family	cells	cell delay (ns)
AOI/OAI and AO/OA	1	0.34
buffers and inverters	3	1.54
and+or+nand+nor	2	1.01
## per-layer routing
metal  up-vias  track usage [%]
met2       318             19.9
met3        40             4.70
met4         4             3.40
li1       3177                -
met1      3120             15.1
met5         -                0
## cell usage after synthesis, types with 2 or more instances
master,n,area (um^2)
mux2_2,2,22.5
o21ai_1,2,10.0
edfxtp_1,68,2040
o311ai_2,19,309
mux2i_1,66,661
buf_1,10,37.5
mux2_1,25,282
o311ai_1,6,52.6
buf_2,15,75.1
nor3b_1,2,15.0
nor2_1,69,259
and3_1,2,12.5
buf_6,18,203
o32ai_4,2,55.1
nand2b_2,2,17.5
nand2_1,57,214
a21oi_1,68,340
o21ai_0,2,10.0
dfxtp_1,12,240
nor3_1,3,15.0
and2_1,5,31.3
nand4_1,25,156
a22o_1,105,920
inv_2,3,11.3
nand3b_1,4,30.0
nand2b_1,4,25.0
buf_4,6,45.0
clkbuf_1,19,71.3
or3_1,2,12.5
## sequential cells by signal, summed over array words and instances (netlist names)
register and cells:
slave_2_ack_q 1, slave_1_ack_q 1, slave_2_state 3, slave_2_cmd_r 1, slave_2_current_master_ID 1, master_1_rdata 32
master_2_rdata 32, master_1_ack 1, slave_1_cmd_r 1, slave_1_current_master_ID 1, slave_1_arbitr 1, slave_2_arbitr 1
slave_1_state 3, master_2_ack 1
## cell families (layout without fill, tap and decap cells)
kind of cell | count (synthesis) | count (layout) | synth area share (%)
AND-OR/OR-AND | 208 | 208 | 27.6
buffers and inverters | 72 | 433 | 7.10
flip-flops | 80 | 80 | 36.3
multiplexers | 93 | 93 | 15.3
other | 0 | 2 | 0
AND/OR/NAND/NOR | 182 | 182 | 13.7
## through the flow
stage	instance area, um^2	cells	hold slack, ns
finish	10900	1509	0.460
global route	10900	1508	0.525
global placement	10600	1491	0.447
floorplan	6290	635	0.428
detailed placement	10600	1491	0.457
CTS	10900	1507	0.459
## path summary, 6_finish.rpt
path                              to                       from
hold reg to reg     slave_2_state[0]           slave_2_state[1]
setup / recovery   slave_2_wdata[31]               master_1_req
setup reg to reg  master_1_rdata[20]  slave_2_current_master_ID
hold / removal      slave_2_state[0]           slave_2_state[1]
## layout make-up
cell class,instances,area [um^2],share of cell area (%)
Inverter,4,15.0,0.137
Multi-Input combinational cell,483,3580,32.8
Antenna cell,2,5.00,0.0458
Timing Repair Buffer,413,4090,37.4
Clock inverter,6,83.8,0.767
Tap cell,511,639,5.85
Sequential cell,80,2280,20.9
Clock buffer,10,229,2.10
No activity file was given, so power comes from the tool's default toggle rates.
